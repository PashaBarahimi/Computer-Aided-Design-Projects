$ cat /design/flow/constraint.sdc
current_design Memory

set clk_period 1.2
set clk_io_pct 0.2

create_clock -name clk0 -period $clk_period [get_ports {clk}]

set non_clock_inputs [all_inputs -no_clocks]
set_input_delay [expr $clk_period * $clk_io_pct] -clock clk0 $non_clock_inputs
set_output_delay [expr $clk_period * $clk_io_pct] -clock clk0 [all_outputs]
$ cat /design/flow/run.sh
#!/bin/bash
# OpenROAD 26Q1-2900-gdf79404cd8, Yosys 0.63+post, stock flow scripts
make -C /OpenROAD-flow-scripts/flow DESIGN_CONFIG=/design/flow/config.mk WORK_HOME=/design/flow/orfs finish
$ cat /design/flow/design.v
module Memory (clk, rst, clr, read, write, adr, din, dout);
    parameter N = 32;
    parameter Size = 64;
    localparam Bits = $clog2(Size);
    input clk, rst, clr, read, write;
    input [Bits-1:0] adr;
    input [N-1:0] din;
    output [N-1:0] dout;
    reg [N-1:0] dout;
    reg [N-1:0] mem [0:Size];
    integer i;
    always @(posedge clk or posedge rst) begin
        if (rst)
            for (i = 0; i < Size; i = i + 1)
                mem[i] <= {N{1'b0}};
        else if (clr)
            mem[i] <= {N{1'b0}};
        else if (write)
            mem[adr] <= din;
    end
    always @(read or adr) begin
        if (read)
            dout = mem[adr];
    end
endmodule
$ cat /design/flow/config.mk
export PLATFORM = sky130hd
export DESIGN_NAME = Memory
export DESIGN_NICKNAME = Memory
export VERILOG_FILES = /design/flow/design.v
export SDC_FILE = /design/flow/constraint.sdc
export NUM_CORES = 4
export LEC_CHECK = 1
export CORE_UTILIZATION = 30
==> results.json <==
{
  "outcome": "complete, but fails checks",
  "violations": "hold timing, setup timing",
  "yosys-top-cells-count": "2,048 x dfrtp_1, 2,021 x mux2_2, 710 x a22oi_1",
  "drtIter0Drc": 5215,
  "grt_pass1_vias": 63900,
  "vias": 63200,
  "crit_fanout": 12,
  "vdd_drop_max_v": 0.00137,
  "tool_warnings": 28,
  "yosysCellCount": 6396,
  "syn_inst": 6396,
  "logic_area_mm2": 0.0355,
  "worstSetupEndpointType": "flop",
  "syn_to_final_growth_pct": 22.6,
  "rsz0062_at_grt": "true",
  "grt_pass1_wl_mm": 526,
  "worstMarginPinSlew_ns": 1.13,
  "netlist-cell-type-count": 55,
  "pre_cts_ws_ns": -1.77,
  "grt-ovfl-total": 0,
  "setup-violations-final": 112,
  "setup_ws_ns": -0.0732,
  "period_used_pct": 106,
  "reg2reg_to": "mem[58][3]$_DFFE_PP0P_",
  "edf_count": 0,
  "root_buffer": "clkbuf_16",
  "wire_per_inst_um": 35.6,
  "yosysChipArea_mm2": 0.0890,
  "drc": 0,
  "ff_type": "dfrtp_1",
  "drv_slew": 0,
  "worstRegToRegCells": 1,
  "ys_ff": 2080,
  "postSynthAreaPerCell_um2": 13.9,
  "die_w_um": 547,
  "cp.arrival_ns": 2.00,
  "final_hold_viol_count": 3,
  "fin_setup_tns_ns": -1.92,
  "final_antenna_net_count": 0,
  "slew_headroom_pct": 22.9,
  "cp-start-kind": "input port",
  "fp-row-count": 199,
  "skew_ns": 0,
  "routed_wl_mm": 386,
  "die_h_um": 547,
  "untimed_endpoints": 64,
  "leakage_nw": 51.8,
  "holdCritPathClass": "input port to async pin",
  "initCoreUtil_pct": 30.2,
  "clk_latency_ns": 0.88,
  "critical_path_class": "input port to flop",
  "min_period_ns": 1.27,
  "tritoncts": "built",
  "top_area_cell": "dfrtp_1",
  "synth_async_sr_flop_share_pct": 98.5,
  "final_cells": 10800,
  "grt_max_degree": 65,
  "unclocked_pins": 32,
  "routabilityCongestion": 0.987,
  "yosysMostFrequentCell": "dfrtp_1",
  "yosys_warnings": 2,
  "port_buffers": 74,
  "layout-drive-gt1-share_pct": 47.0,
  "hold_slack_ns": -0.00204,
  "dp_cells": 10300,
  "synthTopCellsByArea": "dfrtp_1 58%, mux2_2 26%, a22oi_1 6.0%, clkbuf_1 1.4%, nand4_1 1.2%",
  "r2r_slack_ns": 0.31,
  "core_mm2": 0.295,
  "seqCellArea_mm2": 0.0517,
  "ios": 75,
  "dp_hpwl_mm": 235,
  "htree_levels": 4,
  "cts_buffers": 207,
  "grt_usage_pct": 26.4,
  "firstDrtPassIters": 6,
  "path_clk_slew_ns": 0.06,
  "clockBufferDepth": 4,
  "drv_cap": 0,
  "antenna_found_initial": 14,
  "r2r-start": "mem[58][3]$_DFFE_PP0P_",
  "netlist_area_mm2": 0.0890,
  "critical_path_required_ns": 1.93,
  "vias_per_cell": 5.83,
  "chipArea_mm2": 0.299,
  "nFillCells": 27000,
  "synth.top_cell.area_share_pct": 57.6,
  "p_per_area_mw_per_mm2": 1420,
  "max_freq_ghz": 0.785
}
cell families (layout without fill, tap and decap cells):
logic type,after synthesis,count (layout),share of synthesized area (%)
other cells,0,25,0
flops,2048,2048,57.6
mux,2055,2055,26.0
simple gates,570,570,3.85
buf+inv,673,1164,3.15
latches,32,32,0.540
compound gates,1018,1018,8.93
sequential cells by signal, summed over array words and instances (netlist names):
name / flops
dout: 32
mem: 2048
worst max-delay path: stages:
cell and delay [ns]:
buf_12 0.12, buf_16 0.13, buf_6 0.11, nor4b_4 0.43, buf_6 0.19, buf_6 0.12, nand2_8 0.12, buf_12 0.23
mux2_2 0.29
report_power, final:
group | internal (W) | switching [W]
Sequential | 0.0747 | 0.00282
Combinational | 0.00606 | 0.00621
Clock | 0.0377 | 0.0278
metrics by stage:
stage / area, um^2 / util [%] / power [W]
after floorplan: 89000 / - / 0.0852
after global placement: 99900 / 33.9 / 0.0899
after detailed placement: 99900 / 33.9 / 0.0904
after CTS: 108000 / 36.8 / 0.156
after global routing: 109000 / 37.0 / 0.160
final: 109000 / 37.1 / 0.155
placed cells by master, fill, tap and decap left out, types with 33 or more instances in the layout:
cell type        netlist  final
nand4_1              174    174
buf_6                  9     35
dfrtp_1             2048   2048
clkinv_2               0     35
clkbuf_8               0     48
buf_2                142     37
a221oi_1              95     95
a22o_1                88     88
mux2_2              2021   1999
buf_12                 0    266
and2_2                 0     40
clkdlybuf4s50_1        0     33
clkbuf_16              0    222
clkbuf_1             336     53
buf_4                  8    348
dlygate4sd3_1          0     33
a22oi_1              710    710
mux2_4                 0     35
nand3_1               51     51
and3_1                76     72
routing by layer:
metal | part of all wire [%] | up-vias | GRT usage, %
met3 | 15 | 1106 | 15.0
li1 | - | 24800 | -
met2 | 42 | 3761 | 37.1
met4 | 6.7 | 27 | 13.6
met5 | 0.28 | - | 2.45
met1 | 36 | 33400 | 32.2
what timing repair did:
action,CTS,global route
endpoints found under the setup margin,2048,361
setup buffers,34,20
resized,166,65
cloned,21,13
hold buffers,33,0
hold endpoints to repair,1211,0
pin swaps,17,16
cell type report:
type | instances | area share, %
Sequential cell | 2080 | 47.4
Multi-Input combinational cell | 3643 | 32.5
Timing Repair Buffer | 796 | 9.39
Clock inverter | 56 | 0.618
Antenna cell | 25 | 0.0573
Clock buffer | 310 | 5.58
Tap cell | 3919 | 4.49
Inverter | 2 | 0.0103
worst max path at each step:
stage           from                       to  slack, ns  cells past startpoint
CTS           adr[3]  mem[55][21]$_DFFE_PP0P_     0.0008                      9
global route  adr[3]  mem[18][20]$_DFFE_PP0P_      -0.03                      9
finish        adr[3]   mem[18][0]$_DFFE_PP0P_      -0.07                      9
Power is estimated from default activity; no workload was simulated.

## design/flow/run.sh

```bash
#!/bin/bash
# OpenROAD 26Q1-2900-gdf79404cd8, Yosys 0.63+post, stock flow scripts
make -C /OpenROAD-flow-scripts/flow DESIGN_CONFIG=/design/flow/config.mk WORK_HOME=/design/flow/orfs finish
```

## design/flow/config.mk

```make
export PLATFORM = sky130hd
export DESIGN_NAME = Adder
export DESIGN_NICKNAME = Adder
export VERILOG_FILES = /design/flow/design.v
export SDC_FILE = /design/flow/constraint.sdc
export NUM_CORES = 4
export LEC_CHECK = 1
export CORE_AREA = 10 10 85 85
export DIE_AREA = 0 0 95 95
```

## design/flow/constraint.sdc

```tcl
current_design Adder

set clk_period 24.1
set clk_io_pct 0.2

create_clock -name clk0 -period $clk_period

set non_clock_inputs [all_inputs -no_clocks]
set_input_delay [expr $clk_period * $clk_io_pct] -clock clk0 $non_clock_inputs
set_output_delay [expr $clk_period * $clk_io_pct] -clock clk0 [all_outputs]
```

## design/flow/design.v

```verilog
module Adder (a, b, out);
    parameter N = 32;
    input [N-1:0] a, b;
    output [N-1:0] out;
    assign out = a + b;
endmodule
```

==> flow_summary_export.csv <==
group,metric,value,unit
clock_tree,cts-resized-gates,0,
die,coreArea,0.00547,sq mm
drt,vias,2079,
logic_synthesis,synth-adder-area-share,0.234,
cells_and_area,area_growth,57.7,%
cells_and_area,ff_latch_area,0,sq um
final_timing,setup_tns,0,ns
logic_synthesis,yosys_cells,241,
logic_synthesis,synth_seq_share,0,
logic_synthesis,aoi_share,0.393,
cells_and_area,layoutNonFillerInstCount,398,
setup_path,critical_path_arrival,7.72,ns
final_timing,worst_slew_pin_slew,0.523,ns
cells_and_area,ff_count,0,
global_routing,grt_pass1_vias,2036,
logic_synthesis,ys_types,50,
logic_synthesis,syn_area,0.00174,sq mm
final_timing,fin_crit,12.54,ns
drt,routedWlPerCell,14.7,um
logic_synthesis,avgSynthCellArea,7.24,sq um
logic_synthesis,synthMuxAreaShare,0.0115,
pwr,power.leakage,1.18,nW
clock_tree,postCtsSetupBuffers,0,
setup_path,critPathRequiredTime,19.28,ns
global_routing,antenna_found_initial,0,
setup_path,worst_setup_path_start_kind,"input port",
placed_design,dp_cells,398,
final_timing,period_used_share,0.520,
clock_tree,hold_buffers,0,
global_routing,grt_pass1_wl,9490,um
drt,routed_wl,5840,um
logic_synthesis,xor_share,0.141,
global_routing,grt_max_degree,11,
logic_synthesis,synth.most_common_cell,"ha_1",
die,rows,27,
drt,antennaDiodeCount,0,
placed_design,io_buffer_count,96,
die,die_w,95,um
die,fp.dieH,95,um
placed_design,place_hpwl,5120,um
logic_synthesis,yosys_warnings,0,
final_timing,hold_violations,0,
setup_path,critPathMaxFanout,4,
final_timing,setup_viol,0,
drt,dr.first_iter.drc_count,54,
cells_and_area,nFillCells,569,
pwr,p_per_area,29.1,mW/mm^2
pwr,finalPower,80.0,uW
global_routing,track_usage,0.124,
logic_synthesis,synthTopCellsByArea,"ha_1 22%, a21oi_1 8.3%, a21o_1 8.2%",
logic_synthesis,ys_sh_simple,0.183,
cells_and_area,drive_above_1_share,0.0307,
flow_run,drv_cap,0,
min_path,hold_class,"in2out",
setup_path,critPathKind,"in2out",
final_timing,relSlewSlack,0.642,
cells_and_area,clock_buffer_count,0,
die,ios,96,
logic_synthesis,synthCells,241,
logic_synthesis,yosys_area,0.00174,sq mm
setup_path,endpoint_kind,"primary output",
placed_design,routabilityCongestion,0.925,
final_timing,drv_slew,0,
status,status,"completed",
global_routing,grt_overflow,0,
final_timing,rsz0062_at_grt,"false",
final_timing,whs,10.67,ns
logic_synthesis,common_cells,"31 x ha_1, 29 x a21oi_1, 19 x a21o_1",
pwr,peakVddDrop,0.0118,mV
drt,vias_per_cell,5.22,
die,chipArea,0.00903,sq mm
flow_run,warnings,32,
logic_synthesis,netlist.area_leader.share,0.222,
drt,ant_nets,0,
logic_synthesis,ys_top_logic_family,"AND-OR/OR-AND gates",
final_timing,max_freq,0.0797,GHz
logic_synthesis,top_area_cell,"ha_1",
die,initial_utilization,0.319,
drt,firstDrtPassIters,4,
drt,drc_errors,0,
placed cells by master (no fill, tap or decap), types with 3 or more instances in the layout:
| master | instances |
|---|---|
| nand3_1 | 10 |
| o21bai_1 | 4 |
| a21o_1 | 19 |
| inv_1 | 6 |
| nor3_1 | 4 |
| o21ai_0 | 13 |
| nand4_1 | 8 |
| nand2_1 | 18 |
| ha_1 | 31 |
| xor2_1 | 15 |
| o211ai_1 | 3 |
| xnor2_1 | 13 |
| nor2_1 | 12 |
| or2_2 | 3 |
| a211oi_1 | 3 |
| a21oi_1 | 29 |
| a31oi_1 | 3 |
| clkdlybuf4s50_1 | 96 |
critical path: stages:
cell and delay [ns]:
clkdlybuf4s50_1 0.40, ha_1 0.24, fa_1 0.40, a21o_1 0.22, a31o_2 0.28, nand3_1 0.09
o221ai_1 0.21, a311oi_1 0.32, o21bai_1 0.10, xor2_1 0.13, clkdlybuf4s50_1 0.49
power breakdown:
| part | switching [mW] | internal (mW) | total (mW) |
|---|---|---|---|
| Sequential | 0 | 0 | 0 |
| Combinational | 0.0318 | 0.0483 | 0.0800 |
| Clock | 0 | 0 | 0 |
cells by family (layout without fill, tap and decap cells):
logic type / count (synthesis) / in the layout
adder cells (fa/ha/maj): 32 / 32
AND/OR/NAND/NOR: 65 / 65
multiplexers: 2 / 2
XOR/XNOR: 28 / 28
AND-OR/OR-AND: 97 / 97
buffers and inverters: 17 / 102
through the flow:
| stage | cell area (sq um) | utilization | worst slack, ns |
|---|---|---|---|
| global route | 2750 | 0.503 | 11.32 |
| floorplan | 1740 | - | 12.63 |
| CTS | 2750 | 0.503 | 11.52 |
| global placement | 2750 | 0.503 | 11.55 |
| detailed placement | 2750 | 0.503 | 11.52 |
| finish | 2750 | 0.503 | 11.56 |
final timing paths:
check | startpoint | to | slack [ns] | depth (start not counted)
hold / removal | b[0] | out[0] | 10.67 | 3
setup / recovery | a[0] | out[26] | 11.56 | 11
per-layer routing:
metal	GRT usage	vias to the layer above	part of all wire
met3	0.0288	2	0.080
met5	0	-	0
li1	-	1103	-
met2	0.211	61	0.44
met1	0.163	913	0.48
met4	0.00623	0	0.0050
area by class of cell:
class / count / area, sq um / share of cell area
Multi-Input combinational cell: 224 / 1680 / 0.610
Inverter: 6 / 22.5 / 0.00819
Timing Repair Buffer: 96 / 961 / 0.349
Tap cell: 72 / 90.1 / 0.0327
Power is estimated from default activity; no workload was simulated.

===== flow/config.mk =====
export PLATFORM = sky130hd
export DESIGN_NAME = EncoderController
export DESIGN_NICKNAME = EncoderController
export VERILOG_FILES = /design/flow/design.v
export SDC_FILE = /design/flow/constraint.sdc
export NUM_CORES = 4
export LEC_CHECK = 1
export CORE_AREA = 10 10 87 87
export DIE_AREA = 0 0 97 97

===== flow/constraint.sdc =====
current_design EncoderController

set clk_period 2.7
set clk_io_pct 0.2

create_clock -name clk0 -period $clk_period [get_ports {clk}]

set non_clock_inputs [all_inputs -no_clocks]
set_input_delay [expr $clk_period * $clk_io_pct] -clock clk0 $non_clock_inputs
set_output_delay [expr $clk_period * $clk_io_pct] -clock clk0 [all_outputs]

===== flow/design.v =====
module EncoderController (clk, rst, start, sliceCntCo, cycleCntCo, colReady, colPutInput, colOutReady,
                          rotReady, rotPutInput, rotOutReady, perReady, perPutInput, revReady,
                          revPutInput, revOutReady, addReady, addPutInput,
                          ready, putInput, outReady, sliceCntClr, cycleCntClr, sliceCntEn, cycleCntEn,
                          memRead, memWrite, memSrc, colStart, rotStart, perStart, revStart, addStart);
    localparam Idle       = 6'd00, Init      = 6'd01, Load       = 6'd02, ColReady   = 6'd03, StartCol   = 6'd04,
               WaitInCol  = 6'd05, InputCol  = 6'd06, WaitOutCol = 6'd07, ResCol     = 6'd08, RotReady   = 6'd09,
               StartRot   = 6'd10, WaitInRot = 6'd11, InputRot   = 6'd12, WaitOutRot = 6'd13, ResRot     = 6'd14,
               PerReady   = 6'd15, StartPer  = 6'd16, WaitInPer  = 6'd17, InputPer   = 6'd18, WaitOutPer = 6'd19,
               ResPer     = 6'd20, RevReady  = 6'd21, StartRev   = 6'd22, WaitInRev  = 6'd23, InputRev   = 6'd24,
               WaitOutRev = 6'd25, ResRev    = 6'd26, AddReady   = 6'd27, StartAdd   = 6'd28, WaitInAdd  = 6'd29,
               InputAdd   = 6'd30, ResAdd    = 6'd31, CycleCnt   = 6'd32, Inform     = 6'd33, Result     = 6'd34;
    input clk, rst, start, sliceCntCo, cycleCntCo, colReady, colPutInput, colOutReady, rotReady,
          rotPutInput, rotOutReady, perReady, perPutInput, revReady, revPutInput, revOutReady,
          addReady, addPutInput;
    output reg ready, putInput, outReady, sliceCntClr, cycleCntClr, sliceCntEn, cycleCntEn, memRead,
               memWrite, colStart, rotStart, perStart, revStart, addStart;
    output reg [2:0] memSrc;
    reg [5:0] pstate, nstate;
    always @(pstate or start or sliceCntCo or cycleCntCo or colReady or colPutInput or
             colOutReady or rotReady or rotPutInput or rotOutReady or perReady or perPutInput or
             revReady or revPutInput or revOutReady or addReady or addPutInput) begin
        nstate = Idle;
        case (pstate)
            Idle       : nstate = start ? Init : Idle;
            Init       : nstate = Load;
            Load       : nstate = sliceCntCo ? ColReady : Load;
            ColReady   : nstate = colReady ? StartCol : ColReady;
            StartCol   : nstate = colReady ? StartCol : WaitInCol;
            WaitInCol  : nstate = colPutInput ? InputCol : WaitInCol;
            InputCol   : nstate = sliceCntCo ? WaitOutCol : WaitInCol;
            WaitOutCol : nstate = colOutReady ? ResCol : WaitOutCol;
            ResCol     : nstate = sliceCntCo ? RotReady : ResCol;
            RotReady   : nstate = rotReady ? StartRot : RotReady;
            StartRot   : nstate = WaitInRot;
            WaitInRot  : nstate = rotPutInput ? InputRot : WaitInRot;
            InputRot   : nstate = sliceCntCo ? WaitOutRot : InputRot;
            WaitOutRot : nstate = rotOutReady ? ResRot : WaitOutRot;
            ResRot     : nstate = sliceCntCo ? PerReady : ResRot;
            PerReady   : nstate = perReady ? StartPer : PerReady;
            StartPer   : nstate = WaitInPer;
            WaitInPer  : nstate = perPutInput ? InputPer : WaitInPer;
            InputPer   : nstate = WaitOutPer;
            WaitOutPer : nstate = ResPer;
            ResPer     : nstate = sliceCntCo ? RevReady : InputPer;
            RevReady   : nstate = revReady ? StartRev : RevReady;
            StartRev   : nstate = WaitInRev;
            WaitInRev  : nstate = revPutInput ? InputRev : WaitInRev;
            InputRev   : nstate = WaitOutRev;
            WaitOutRev : nstate = revOutReady ? ResRev : WaitOutRev;
            ResRev     : nstate = sliceCntCo ? AddReady : StartRev;
            AddReady   : nstate = addReady ? StartAdd : AddReady;
            StartAdd   : nstate = WaitInAdd;
            WaitInAdd  : nstate = addPutInput ? InputAdd : WaitInAdd;
            InputAdd   : nstate = ResAdd;
            ResAdd     : nstate = sliceCntCo ? CycleCnt : InputAdd;
            CycleCnt   : nstate = cycleCntCo ? Inform : ColReady;
            Inform     : nstate = Result;
            Result     : nstate = sliceCntCo ? Idle : Result;
            default:;
        endcase
    end
    always @(pstate) begin
        {ready, putInput, outReady, sliceCntClr, cycleCntClr, sliceCntEn, cycleCntEn} = 7'd0;
        {memRead, memWrite, colStart, rotStart, perStart, revStart, addStart} = 7'd0;
        memSrc = 3'd0;
        case (pstate)
            Idle       : ready = 1'b1;
            Init       : {sliceCntClr, cycleCntClr, putInput} = 3'b111;
            Load       : begin {memWrite, sliceCntEn} = 2'b11; memSrc = 3'd0; end
            ColReady   : sliceCntClr = 1'b1;
            StartCol   : colStart = 1'b1;
            WaitInCol  : ;
            InputCol   : {memRead, sliceCntEn} = 2'b11;
            WaitOutCol : sliceCntClr = 1'b1;
            ResCol     : begin {sliceCntEn, memWrite} = 2'b11; memSrc = 3'd1; end
            RotReady   : ;
            StartRot   : {rotStart, sliceCntClr} = 2'b11;
            WaitInRot  : ;
            InputRot   : {memRead, sliceCntEn} = 2'b11;
            WaitOutRot : sliceCntClr = 1'b1;
            ResRot     : begin {sliceCntEn, memWrite} = 2'b11; memSrc = 3'd2; end
            PerReady   : ;
            StartPer   : {perStart, sliceCntClr} = 2'b11;
            WaitInPer  : ;
            InputPer   : memRead = 1'b1;
            WaitOutPer : ;
            ResPer     : begin {memWrite, sliceCntEn} = 2'b11; memSrc = 3'd3; end
            RevReady   : sliceCntClr = 1'b1;
            StartRev   : revStart = 1'b1;
            WaitInRev  : ;
            InputRev   : memRead = 1'b1;
            WaitOutRev : ;
            ResRev     : begin {memWrite, sliceCntEn} = 2'b11; memSrc = 3'd4; end
            AddReady   : ;
            StartAdd   : {addStart, sliceCntClr} = 2'b11;
            WaitInAdd  : ;
            InputAdd   : memRead = 1'b1;
            ResAdd     : begin {memWrite, sliceCntEn} = 2'b11; memSrc = 3'd5; end
            CycleCnt   : cycleCntEn = 1'b1;
            Inform     : {sliceCntClr, outReady} = 2'b11;
            Result     : {memRead, sliceCntEn} = 2'b11;
            default:;
        endcase
    end
    always @(posedge clk or posedge rst) begin
        if (rst)
            pstate <= Idle;
        else
            pstate <= nstate;
    end
endmodule

===== flow/run.sh =====
#!/bin/bash
# OpenROAD 26Q1-2900-gdf79404cd8, Yosys 0.63+post, stock flow scripts
make -C /OpenROAD-flow-scripts/flow DESIGN_CONFIG=/design/flow/config.mk WORK_HOME=/design/flow/orfs finish

==> results.yml <==
# synthesis and place-and-route metrics
synth:
  yosysUniqueCellTypes: 61
  synthesis.yosys.warnings: 1
  syn-instance-count: 193
  syn_area_per_cell_sq_um: 6.98
  netlist_area_sq_um: 1350
  post-synth-top-area-cell: "sky130_fd_sc_hd__dfrtp_1"
  synthMostInstantiatedCell: "sky130_fd_sc_hd__nor2_1"
  synth.top_cells.by_area: "sky130_fd_sc_hd__dfrtp_1, sky130_fd_sc_hd__nor2_1, sky130_fd_sc_hd__a21oi_1"
  dominantRegCellSynth: "sky130_fd_sc_hd__dfrtp_1"
  ys_seq_elements: 6
  synth_stat.cells: 193
  netlist_top_cells_count: "sky130_fd_sc_hd__nor2_1, sky130_fd_sc_hd__a21oi_1, sky130_fd_sc_hd__nand2b_1"
  ys_async_sr_fraction_pct: 100
  synth_chip_area_sq_um: 1350
  top_cell_area_share_pct: 11.2
  enable_flop_cells: 0
  synth-seq-area-share_pct: 11.2
cts:
  h_tree_lvl_count: 1
  clockBufferDepth: 2
  clk_pin_slew_ps: 40
  clock_buffers_created_by_tritoncts: 3
  root_buffer: "sky130_fd_sc_hd__clkbuf_8"
  clock-sinks: 6
  clock.latency.late_pin_ps: 220
  cts_tree: "built"
critical_path:
  timing.critical_path.to_type: "primary output"
  worst_endpoint_required_time_ps: 2160
  critPathTopFamily: "buffers and inverters"
  timing.critical_path.slowest_cell_delay_ps: 530
  setup.worst_path.class: "reg -> out"
  cp_data_arrival_time_ps: 2040
  ff_to_ff_path_depth: 6
  timing.critical_path.depth: 4
  crit_path_start_kind: "register"
  critical-path-slowest-cell: "sky130_fd_sc_hd__clkdlybuf4s50_1"
  timing.critical_path.buf_inv: 2
  crit_path_max_fanout: 26
  cp_cell_sequence: "buf_12, or2_1, nor3_1, clkdlybuf4s50_1"
drt:
  routed-via-count: 1678
  n_antenna_cell: 0
  routed_wire_length_per_instance_microns: 17.6
  drt_iter0_drc: 224
  drt-total-wl_microns: 5220
  post-route-drc-count: 0
  avgViaCountPerCell: 5.65
  detailedRoute.firstPassIterationCount: 4
  detail-route-antenna-nets: 0
timing:
  worst_clock_skew_ps: 2.39
  max_freq_mhz: 387
  final_period_minus_worst_setup_slack_ps: 2580
  slew_headroom_pct: 72.1
  report.final.slew_viol_count: 0
  setup_repair_after_global_routing_missed_its_margin: "true"
  final-setup-viol-count: 0
  final.period_utilization_pct: 95.6
  max_slew.worst_pin.slew_ps: 415
  final_hold_viol_count: 0
global_route:
  antenna_found_initial: 0
  grt_use_total_pct: 10.4
  grt_start_max_net_pins: 27
  grt_pass1_vias: 1576
  first_pass_grt_wire_length_microns: 8430
  grt_remaining_overflow: 0
layout:
  post-route-cell-area_sq_um: 1830
  reg_top3: "pstate (6)"
  proportion_of_layout_cells_with_a_drive_suffix_above_1_pct: 18.2
  final_layout_fill_cell_count: 586
  largest_register_ff_count: 6
  area_growth_pct: 35.7
  registers.top_by_ff_count: "pstate"
placed_design:
  globalplace.congestion: 1.02
  numPortBuffers: 34
  hpwlAfterDp_microns: 4050
  post_dp_cell_area_sq_um: 1750
floorplan:
  die.size.x_microns: 97
  floorplan.die_area_sq_um: 9410
  placeableCoreArea_sq_um: 5640
  dieHeight_microns: 97
  fp-utilization_pct: 23.9
  boundaryPins: 35
  row_count: 27
run:
  number_of_warning_messages_in_the_logs: 26
  cap_viol_max_count: 0
power:
  power.static_leakage_nw: 0.620
  worst_ir_drop_vdd_v: 0.000283
  power_density_nw_per_um2: 1070
  design_power_total_mw: 1.96
status:
  result_of_the_run: "completed"
hold_path:
  hold_class: "in -> async"
-- metal layers --
| layer | part of all wire, % | global-route usage, % | vias up |
|---|---|---|---|
| li1 | - | - | 794 |
| met1 | 47 | 15.3 | 789 |
| met2 | 43 | 15.5 | 93 |
| met3 | 8.8 | 2.08 | 2 |
| met4 | 0.77 | 1.58 | 0 |
| met5 | 0 | 0 | - |
-- path summary, 6_finish.rpt --
check / from / to / slack, ps
setup / recovery: pstate[4] / ready / 120
hold / removal: rst / pstate[1] / 560
setup reg to reg: pstate[1] / pstate[1] / 690
hold reg to reg: pstate[1] / pstate[3] / 730
max in group asynchronous: rst / pstate[3] / 1900
min in group clk0: pstate[1] / pstate[3] / 730
-- timing repair --
action / in CTS / in global routing
hold buffers: 0 / 0
resized: 0 / 9
buffers inserted: 0 / 2
setup endpoints to repair: 0 / 15
-- layout by cell type (no fill, tap or decap), types with 4 or more instances in the layout --
cell type / Yosys / final
sky130_fd_sc_hd__o21ai_0: 5 / 5
sky130_fd_sc_hd__nand2_1: 10 / 10
sky130_fd_sc_hd__nor2b_1: 8 / 8
sky130_fd_sc_hd__a31oi_1: 4 / 4
sky130_fd_sc_hd__nor3_1: 10 / 10
sky130_fd_sc_hd__clkdlybuf4s50_1: 0 / 34
sky130_fd_sc_hd__a21oi_1: 14 / 13
sky130_fd_sc_hd__nand2b_1: 11 / 10
sky130_fd_sc_hd__dfrtp_2: 0 / 5
sky130_fd_sc_hd__buf_4: 8 / 17
sky130_fd_sc_hd__nand3_1: 4 / 4
sky130_fd_sc_hd__inv_1: 4 / 4
sky130_fd_sc_hd__nor2_1: 22 / 22
-- power by group --
part	total [mW]	leakage [nW]	internal [mW]	switching (mW)
combinational	1.57	0.528	0.737	0.833
sequential	0.255	0.0701	0.136	0.120
clock	0.138	0.0216	0.0961	0.0419
total	1.96	0.620	0.969	0.995
-- through the flow --
step / setup TNS (ps) / setup WS (ps) / utilization [%] / instances / hold slack [ps]
floorplan: 0 / 964 / - / 193 / 331
global placement: 0 / 254 / 31.0 / 292 / 761
detailed placement: 0 / 268 / 31.0 / 292 / 769
CTS: 0 / 26.4 / 31.8 / 295 / 565
global route: -1.93 / -1.93 / 32.4 / 297 / 582
finish: 0 / 119 / 32.4 / 297 / 563
-- layout make-up --
cell class	instances	area, sq um	share of cell area [%]
Clock buffer	3	41.3	2.26
Sequential cell	6	156	8.56
Tap cell	72	90.1	4.93
Inverter	4	15.0	0.822
Timing Repair Buffer	52	488	26.7
Multi-Input combinational cell	160	1040	56.7
-- kinds of logic (layout without fill, tap and decap cells) --
family          Yosys count  in the layout  synth area share (%)
flops                     6              6                  11.2
simple gates             94             94                  39.7
mux                       3              3                  2.23
buf+inv                  27             59                  12.8
xor+xnor                  2              2                  1.30
compound gates           61             61                  32.8
No activity file was given, so power comes from the tool's default toggle rates.
